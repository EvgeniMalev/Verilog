**./design.v**
```verilog
module timer_555 (
    input wire clk,         
    input wire rst_n,       
    output reg out          
);
    parameter HIGH_TIME = 10;  
    parameter LOW_TIME = 10;   
    parameter HIGH = 1'b0;
    parameter LOW  = 1'b1;
    reg state;
    reg [3:0] counter;  
    always @(posedge clk or negedge rst_n) begin
        if (!rst_n) begin
            state <= HIGH;
            counter <= 0;
            out <= 0;
        end else begin
            case (state)
                HIGH: begin
                    if (counter < HIGH_TIME - 1) begin
                        counter <= counter + 1;
                    end else begin
                        counter <= 0;
                        state <= LOW;
                        out <= 0;
                    end
                end
                LOW: begin
                    if (counter < LOW_TIME - 1) begin
                        counter <= counter + 1;
                    end else begin
                        counter <= 0;
                        state <= HIGH;
                        out <= 1;
                    end
                end
            endcase
        end
    end
endmodule
```
**./constraint.sdc**
```tcl
current_design timer_555

set clk_period 2.5
set clk_io_pct 0.2

create_clock -name clk0 -period $clk_period [get_ports {clk}]

set non_clock_inputs [all_inputs -no_clocks]
set_input_delay [expr $clk_period * $clk_io_pct] -clock clk0 $non_clock_inputs
set_output_delay [expr $clk_period * $clk_io_pct] -clock clk0 [all_outputs]
```
**./config.mk**
```make
export PLATFORM = sky130hd
export DESIGN_NAME = timer_555
export DESIGN_NICKNAME = timer_555
export VERILOG_FILES = /design/flow/design.v
export SDC_FILE = /design/flow/constraint.sdc
export NUM_CORES = 4
export LEC_CHECK = 1
export CORE_AREA = 10 10 70 70
export DIE_AREA = 0 0 80 80
```
**./run.sh**
```bash
#!/bin/bash
# OpenROAD 26Q1-2900-gdf79404cd8, Yosys 0.63+post, stock flow scripts
make -C /OpenROAD-flow-scripts/flow DESIGN_CONFIG=/design/flow/config.mk WORK_HOME=/design/flow/orfs finish
```
==> impl_metrics.csv <==
group,metric,value,unit
yosys,synth.cellmix.adderShare,17.2,%
global_routing,grt_overflow,0,
routing,num_antenna_cells,0,
yosys,ys_cells,25,
routing,vias_per_cell,2.55,
final_timing,grt_setup_unrepaired,"false",
job,drv_cap,0,
routing,vias,194,
worst_setup_path,crit_fanout,2,
floorplan,dieArea,0.00640,mm2
placed_design,place_area,369,um2
final_timing,min_period,1530,ps
worst_setup_path,cp.arrival,1030,ps
worst_setup_path,cp-end-kind,"primary output",
floorplan,dieHeight,80,um
min_path,worstHoldStart,"counter[0]",
power,peakVddDrop,0.224,mV
clock_tree,cts_tree,"yes",
layout,final_layout_size_suffix_gt1_share,13.3,%
yosys,synth-seq-area-share,51.5,%
clock_tree,h-tree-depth,1,
clock_tree,post_cts_resized,0,
worst_setup_path,crit_chain,"clkdlybuf4s50_1",
final_timing,hold_violations,0,
clock_tree,cts-root-buf,"clkbuf_4",
worst_setup_path,reg2reg_from,"counter[0]",
yosys,synth_cell_types,12,
worst_setup_path,max_stage_delay,460,ps
clock_tree,holdBufCountCts,0,
worst_setup_path,crit_family,"buffers and inverters",
routing,avgRoutedWirePerCell,5.46,um
yosys,ys_warn_count,1,
yosys,synth_compound_gate_area_share,16.3,%
final_timing,slew_headroom,81.9,%
floorplan,core,0.00342,mm2
placed_design,io_buffers,2,
job,stage_log_warnings,27,
clock_tree,cts_buffer_depth,2,
final_timing,slew_viol_final,0,
layout,syn2layout_area_growth,34.3,%
yosys,top_area_share,51.5,%
yosys,simple_gate_area_share,11.2,%
min_path,hp-class,"register to register",
global_routing,antenna_found_initial,0,
routing,drcViolationCount,0,
worst_setup_path,cp_data_required_time,2000,ps
worst_setup_path,cp-start-kind,"register",
clock_tree,cts_made_buffers,3,
worst_setup_path,worst-path-buf-inv,1,
clock_tree,clock-sinks,6,
final_timing,finalClockPeriodUsage,61.0,%
routing,ant_nets,0,
final_timing,setup_viol,0,
power,leakagePower,0.158,nW
power,powerDensity,478,mW/mm2
worst_setup_path,slowest_stage,"clkdlybuf4s50_1",
final_timing,clock_skew,3.86,ps
final_timing,setup_slack,974,ps
worst_setup_path,startpoint,"out",
yosys,largest_area_cell,"dfrtp_1",
yosys,yosys_area,292,um2
clock_tree,clk_pin_slew,50,ps
yosys,synth_cells,25,
yosys,ys_sh_xor,0,%
placed_design,place_ws,1050,ps
yosys,numSynthFlops,6,
placed_design,gp_congestion,0.684,
global_routing,grt_pass1_vias,187,
yosys,syn_area_per_cell,11.7,um2
floorplan,floorplan.core_util,8.53,%
routing,drt_first_pass_iters,2,
yosys,ys_sh_mux,0,%
final_timing,whs,461,ps
floorplan,die_w,80,um
layout,fin_util,11.5,%
final_timing,setup_tns,0,ps
final_timing,max_slew.worst_pin.slew,271,ps
floorplan,num_rows,21,
global_routing,grt_pass1_wl,731,um
routing,drt_iter0_drc,1,
yosys,topCellsByArea,"dfrtp_1 (52%), ha_1 (17%), nand2b_1 (6.4%)",
placed_design,dpl.hpwl,340,um
clock_tree,cts_setup_buffers,0,
floorplan,ios,3,
yosys,netlist_area,292,um2
outcome,run_status,"complete, no violations",
clock_tree,clk_latency,240,ps
yosys,logic_family,"adder cells",
global_routing,grt_max_degree,7,
global_routing,grt_usage,1.35,%
final_timing,fmax,0.655,GHz
layout,final_area,392,um2
worst_setup_path,worstSetupPathType,"register to primary output",
routing,wl,415,um
==> state kept, by name, indices dropped and copies added, names as in the netlist <==
name     flops
counter      4
out          1
state        1
==> stage by stage <==
step | power [mW] | std cells
finish | 0.187 | 76
global route | 0.199 | 76
CTS | 0.193 | 76
detailed placement | 0.102 | 73
global placement | 0.102 | 73
floorplan | 0.0989 | 25
==> cell usage after synthesis, drive strengths merged <==
master,instances
inv,3
nand2b,3
nand2,2
o32ai,1
o31ai,1
o22ai,1
nor2b,1
o21ai,1
ha,4
dfrtp,6
a21boi,1
a21oi,1
==> per-layer routing <==
layer | up-vias | global-route usage (%) | wire [um] | part of all wire [%]
met2 | 4 | 1.93 | 215 | 52
met5 | - | 0 | 0 | 0
met1 | 91 | 1.68 | 171 | 41
met4 | 0 | 0.528 | 14 | 3.4
met3 | 2 | 0.682 | 13 | 3.1
li1 | 97 | - | - | -
==> layout make-up <==
| cell class | instances | area [um2] |
|---|---|---|
| inverters | 3 | 11.3 |
| fillers | 400 | 3020 |
| flip-flops and latches | 6 | 150 |
| repair buffers | 2 | 20.0 |
| well taps | 46 | 57.6 |
| multi-input cells | 16 | 130 |
| clock buffers | 3 | 22.5 |
==> placed cells by master (no fill, tap or decap), drive strengths merged <==
cell type / count
clkbuf: 3
a21oi: 1
inv: 3
o22ai: 1
nand2: 2
a21boi: 1
o31ai: 1
ha: 4
o32ai: 1
nand2b: 3
clkdlybuf4s50: 2
o21ai: 1
nor2b: 1
dfrtp: 6
==> worst paths after layout <==
| kind | slack [ps] | cells past startpoint | end |
|---|---|---|---|
| min in group asynchronous | 500 | 1 | out |
| max in group asynchronous | 1780 | 1 | counter[1] |
| setup / recovery | 970 | 1 | out |
| hold / removal | 460 | 1 | counter[0] |
| hold reg to reg | 460 | 1 | counter[0] |
| setup reg to reg | 1060 | 7 | out |
==> power by group <==
group,switching (mW),internal (mW),total [mW]
Combinational,0.00178,0.00139,0.00316
Clock,0.0323,0.0541,0.0864
Sequential,0,0.0975,0.0975
==> kinds of logic after synthesis <==
group | count (synthesis)
AOI/OAI and AO/OA | 6
adders and majority gates | 4
buffers and inverters | 3
DFF | 6
and+or+nand+nor | 6
Power is estimated from default activity; no workload was simulated.
