$ cat /design/flow/config.mk
export PLATFORM = sky130hd
export DESIGN_NAME = subtractor_4bit
export DESIGN_NICKNAME = subtractor_4bit
export VERILOG_FILES = /design/flow/design.v
export SDC_FILE = /design/flow/constraint.sdc
export NUM_CORES = 4
export LEC_CHECK = 1
export CORE_AREA = 10 10 70 70
export DIE_AREA = 0 0 80 80
$ cat /design/flow/constraint.sdc
current_design subtractor_4bit

set clk_period 3.2
set clk_io_pct 0.2

create_clock -name clk0 -period $clk_period

set non_clock_inputs [all_inputs -no_clocks]
set_input_delay [expr $clk_period * $clk_io_pct] -clock clk0 $non_clock_inputs
set_output_delay [expr $clk_period * $clk_io_pct] -clock clk0 [all_outputs]
$ cat /design/flow/design.v
module subtractor_4bit(
    input [3:0] A,     
    input [3:0] B,     
    output [3:0] Diff, 
    output Borrow      
);
wire [3:0] B_comp; 
wire [3:0] sum;   
wire borrow_out;   
assign B_comp = ~B + 4'b0001;
assign {borrow_out, sum} = A + B_comp;
assign Diff = sum;
assign Borrow = borrow_out;
endmodule
$ cat /design/flow/run.sh
#!/bin/bash
# OpenROAD 26Q1-2900-gdf79404cd8, Yosys 0.63+post, stock flow scripts
make -C /OpenROAD-flow-scripts/flow DESIGN_CONFIG=/design/flow/config.mk WORK_HOME=/design/flow/orfs finish
==> impl_metrics.json <==
{
  "status": "finished clean",
  "ys_chip_area_um2": 194,
  "core_region_area_mm2": 0.00342,
  "maxClockFrequency_mhz": 326,
  "synth.cell_area_um2": 194,
  "fin_total_pwr_mw": 0.0757,
  "synth-seq-area-share_pct": 0,
  "period_used_pct": 96.0,
  "synthDistinctLibCells": 12,
  "ir_worst_vdd_mv": 0.0342,
  "design.seq.count": 0,
  "synth.avg_cell_area_um2": 8.08,
  "vias": 217,
  "viasPerCell": 2.52,
  "slew_headroom_pct": 89.4,
  "slew_viol_final": 0,
  "die_h_um": 80,
  "yosys_warnings": 0,
  "crit_path_frequent_cell": "sky130_fd_sc_hd__clkdlybuf4s50_1",
  "synthesis.instances": 24,
  "routed_wire_length_per_instance_um": 7.52,
  "clock_buffer_count": 0,
  "dp_hpwl_um": 567,
  "worst-endpoint-required_ns": 2.56,
  "grt_pass1_wl_um": 972,
  "timing.critical_path.arrival_ns": 2.43,
  "leakage_nw": 0.179,
  "critPathCaptureType": "output port",
  "drt.antenna.violating_nets": 0,
  "worst-setup-path-type": "input pin to output port",
  "dieWidth_um": 80,
  "path_cells": "clkdlybuf4s50_1 > ha_2 > inv_1 > fa_2 > nor2b_2 > o21ai_1 > nand2b_1 > clkdlybuf4s50_1",
  "finalSetupViolations": 0,
  "areaGrowthSynthToFinish_pct": 121,
  "yosys-stat-cells": 24,
  "hold_buffers": 0,
  "slowest_stage": "sky130_fd_sc_hd__clkdlybuf4s50_1",
  "cell_rows": 21,
  "antenna_violations_before_repair": 0,
  "boundaryPins": 13,
  "path_max_fanout": 2,
  "grt_start_max_net_pins": 3,
  "sequential_cell_area_um2": 0,
  "port_bufs": 13,
  "final_period_minus_worst_setup_slack_ns": 3.07,
  "insertedDiodeCount": 0,
  "tightest_slew_ns": 0.158,
  "globalRouteOverflowTotal": 0,
  "drt_wl_total_um": 647,
  "detailedRoute.firstIterationViolations": 0,
  "fp.dieArea_mm2": 0.00640,
  "max_cap_viol_count": 0,
  "drtPass1Iterations": 1,
  "drc_violations_left": 0,
  "gpl.final_weighted_congestion": 0.725,
  "utilization_pct": 12.6,
  "cpPeakStageDelay_ns": 0.46,
  "tool_warnings": 33,
  "grt_pass1_vias": 215,
  "gr-usage-all-layers_pct": 1.83,
  "setup.worst_path.start_class": "input pin",
  "power_density_mw_per_mm2": 176,
  "rsz0062_at_grt": "no",
  "timing.final.hold_violations": 0,
  "floorplan.initialDensity_pct": 5.68,
  "drive_gt1_share_pct": 25.0,
  "hold_path.class": "input pin to output port"
}
critical path: cells and delay by family:
family / cells / cell delay, ns
compound gates: 1 / 0.07
simple gates: 2 / 0.20
fa+ha+maj: 2 / 0.55
buf+inv: 3 / 0.98
placed cells by master, fill, tap and decap left out:
cell type                         count
sky130_fd_sc_hd__xnor2_1              2
sky130_fd_sc_hd__nor3_2               1
sky130_fd_sc_hd__nor2b_2              1
sky130_fd_sc_hd__o21ai_1              1
sky130_fd_sc_hd__nand3_1              1
sky130_fd_sc_hd__inv_1                5
sky130_fd_sc_hd__dlygate4sd2_1        2
sky130_fd_sc_hd__xnor2_2              1
sky130_fd_sc_hd__ha_4                 1
sky130_fd_sc_hd__buf_4                3
sky130_fd_sc_hd__clkdlybuf4s50_1     11
sky130_fd_sc_hd__xor2_1               1
sky130_fd_sc_hd__ha_1                 4
sky130_fd_sc_hd__inv_2                1
sky130_fd_sc_hd__nand2_1              1
sky130_fd_sc_hd__fa_2                 1
sky130_fd_sc_hd__nand2b_1             1
sky130_fd_sc_hd__a21oi_1              1
sky130_fd_sc_hd__ha_2                 1
cells by family (layout without fill, tap and decap cells):
kind of cell | Yosys count | after routing | share of synthesized area, %
AND/OR/NAND/NOR | 5 | 5 | 16.1
adder cells (fa/ha/maj) | 7 | 7 | 49.0
AND-OR/OR-AND | 2 | 2 | 5.16
XOR/XNOR | 4 | 4 | 18.1
buffers and inverters | 6 | 22 | 11.6
per-stage QoR:
stage	setup WS, ns	TNS, ns	instance area (um2)	cells	hold slack [ns]
after floorplan	0.935	0	194	24	1.35
after global placement	-0.118	-0.317	404	86	2.36
after detailed placement	-0.148	-0.369	404	86	2.36
after CTS	0.104	0	427	86	2.25
after global routing	0.0152	0	429	86	2.30
final	0.128	0	429	86	2.23
synth_stat cells:
| cell | number | share of area (%) |
|---|---|---|
| sky130_fd_sc_hd__o21ai_0 | 1 | 2.6 |
| sky130_fd_sc_hd__nand2_1 | 1 | 1.9 |
| sky130_fd_sc_hd__nor2b_1 | 1 | 3.2 |
| sky130_fd_sc_hd__inv_1 | 6 | 12 |
| sky130_fd_sc_hd__nand2b_1 | 1 | 3.2 |
| sky130_fd_sc_hd__fa_1 | 1 | 10 |
| sky130_fd_sc_hd__nor3_2 | 1 | 5.2 |
| sky130_fd_sc_hd__xor2_1 | 1 | 4.5 |
| sky130_fd_sc_hd__ha_1 | 6 | 39 |
| sky130_fd_sc_hd__a21oi_1 | 1 | 2.6 |
| sky130_fd_sc_hd__nand3_1 | 1 | 2.6 |
| sky130_fd_sc_hd__xnor2_1 | 3 | 14 |
metal layers:
layer,GRT usage (%),share of wire [%],vias to the layer above
met5,0,0,-
met4,0,0,0
met3,0.455,10,0
met2,2.97,44,9
met1,2.51,46,100
li1,-,-,108
timing repair:
item | CTS | global route
endpoints found under the hold margin | 0 | 0
resized | 8 | 1
pin swaps | 3 | 0
buffers inserted | 0 | 0
setup endpoints to repair | 3 | 1
final cells by class:
type                       count  area, um2
inverter                       6       22.5
tap                           46       57.6
timing repair buffer          16        150
fill                         391       2990
multi-input combinational     18        199
worst paths after layout:
kind	start	end	slack (ns)	cells past startpoint
min	B[0]	Diff[0]	2.23	4
max	A[0]	Borrow	0.13	8
report_power, final:
group,internal (mW),switching (mW),leakage (nW)
Clock,0,0,0
Combinational,0.0507,0.0250,0.179
Sequential,0,0,0
Total,0.0507,0.0250,0.179
No activity file was given, so power comes from the tool's default toggle rates.
